**/design/flow/run.sh**
```bash
#!/bin/bash
# OpenROAD 26Q1-2900-gdf79404cd8, Yosys 0.63+post, stock flow scripts
make -C /OpenROAD-flow-scripts/flow DESIGN_CONFIG=/design/flow/config.mk WORK_HOME=/design/flow/orfs finish
```
**/design/flow/config.mk**
```make
export PLATFORM = sky130hd
export DESIGN_NAME = alu
export DESIGN_NICKNAME = alu
export VERILOG_FILES = /design/flow/design.v
export SDC_FILE = /design/flow/constraint.sdc
export NUM_CORES = 4
export LEC_CHECK = 1
export CORE_UTILIZATION = 30
```
**/design/flow/constraint.sdc**
```tcl
current_design alu

set clk_period 46.7
set clk_io_pct 0.2

create_clock -name clk0 -period $clk_period

set non_clock_inputs [all_inputs -no_clocks]
set_input_delay [expr $clk_period * $clk_io_pct] -clock clk0 $non_clock_inputs
set_output_delay [expr $clk_period * $clk_io_pct] -clock clk0 [all_outputs]
```
**/design/flow/design.v**
```verilog
`timescale 1ns / 1ps
module alu(
    output     [63:0] busW,
    output            zero,
    input      [63:0] busA,
    input      [63:0] busB,
    input      [3:0]  ctrl
);
wire [63:0] subresults [15:0];
assign busW = subresults[ctrl];
assign zero = (busW==0)?1'b1:1'b0;
assign subresults[4'b0000   ] = busA & busB;
assign subresults[4'b0001   ] = busA | busB;
assign subresults[4'b0010   ] = busA + busB;
assign subresults[4'b0110   ] = busA - busB;
assign subresults[4'b0111 ] = busB;
endmodule
```
==> impl_results.html <==
<h2>Synthesis and place &amp; route</h2>
<table>
<tr><th>Metric</th><th>Value</th></tr>
<tr><th colspan="2">Placement</th></tr>
<tr><td>Worst slack at placement</td><td>20350 ps</td></tr>
<tr><td>Count of buffers inserted at the top-level ports</td><td>197</td></tr>
<tr><td>Final RePlAce weighted congestion</td><td>1.009</td></tr>
<tr><td>Final HPWL from detailed placement</td><td>28580 um</td></tr>
<tr><td>Post-placement cell count</td><td>1685</td></tr>
<tr><th colspan="2">Yosys</th></tr>
<tr><td>Count of yosys warnings during synthesis</td><td>705</td></tr>
<tr><td>Most frequently used cell type in the post-synthesis netlist</td><td>sky130_fd_sc_hd__nand2_1</td></tr>
<tr><td>Average size of a mapped cell</td><td>6.215 um^2</td></tr>
<tr><td>Synthesized-area fraction occupied by adder cells</td><td>0.1107</td></tr>
<tr><td>Fraction of post-synthesis cell area in the top cell type by area</td><td>0.1081</td></tr>
<tr><td>Xor and xnor area share after synthesis</td><td>0.1273</td></tr>
<tr><td>Number of cells in Yosys stat</td><td>1229</td></tr>
<tr><td>Commonest cells in the synthesized netlist</td><td>sky130_fd_sc_hd__nand2_1, sky130_fd_sc_hd__o21ai_0, sky130_fd_sc_hd__a21oi_1</td></tr>
<tr><td>Post-synth design cell area</td><td>7639 um^2</td></tr>
<tr><td>Synth top area cells</td><td>sky130_fd_sc_hd__ha_1, sky130_fd_sc_hd__nand2_1, sky130_fd_sc_hd__xor2_1</td></tr>
<tr><td>Largest family of logic cells by area</td><td>AND-OR/OR-AND gates</td></tr>
<tr><td>Cell type with the largest total area</td><td>sky130_fd_sc_hd__ha_1</td></tr>
<tr><td>Fraction of synthesized area in multiplexers</td><td>0.008026</td></tr>
<tr><td>And-or/or-and share of the synthesized area</td><td>0.3866</td></tr>
<tr><td>Fraction of the mapped netlist area in simple logic gates</td><td>0.3057</td></tr>
<tr><td>Synthesis area per yosys</td><td>7639 um^2</td></tr>
<tr><td>Gate count after technology mapping</td><td>1229</td></tr>
<tr><td>Tally of unique sky130hd cells used after synthesis</td><td>78</td></tr>
<tr><td>Fraction of the yosys area taken by sequential cells</td><td>0</td></tr>
<tr><th colspan="2">Worst setup path</th></tr>
<tr><td>CP Data Required Time</td><td>37360 ps</td></tr>
<tr><td>Arrival time of the worst setup path</td><td>17160 ps</td></tr>
<tr><td>Classification of the worst setup path</td><td>input pin to output pin</td></tr>
<tr><td>Crit-path leading delay family</td><td>simple AND/OR/NAND/NOR gates</td></tr>
<tr><td>Critical path's largest stage delay</td><td>600 ps</td></tr>
<tr><td>Critical path fanouts, max</td><td>6</td></tr>
<tr><td>Sort of element at the end of the critical path</td><td>output pin</td></tr>
<tr><td>Slowest stage cell, crit path</td><td>sky130_fd_sc_hd__nor3_1</td></tr>
<tr><td>Launching element type of the critical path</td><td>input pin</td></tr>
<tr><td>WP buf/inv</td><td>4</td></tr>
<tr><th colspan="2">Global routing</th></tr>
<tr><td>Number of antenna violations at the first check in global routing</td><td>0</td></tr>
<tr><td>First-pass GRT wire length</td><td>53510 um</td></tr>
<tr><td>Vias in the first global route</td><td>9152</td></tr>
<tr><td>Overall track demand over capacity in global routing</td><td>0.2650</td></tr>
<tr><td>GR Overflow Total</td><td>0</td></tr>
<tr><td>Maximum number of pins on one net before global-route repair</td><td>62</td></tr>
<tr><th colspan="2">Final layout</th></tr>
<tr><td>Share of final-layout standard cells stronger than drive strength 1</td><td>0.03616</td></tr>
<tr><td>Sequential cell count</td><td>0</td></tr>
<tr><td>FF/Latch Area</td><td>0 um^2</td></tr>
<tr><td>Final non-filler cell total</td><td>1685</td></tr>
<tr><td>Area growth syn-to-layout</td><td>28.14%</td></tr>
<tr><td>Layout clock buffers</td><td>0</td></tr>
<tr><th colspan="2">Routing</th></tr>
<tr><td>Antenna Diode Count</td><td>0</td></tr>
<tr><td>First-pass iteration count of the detailed router</td><td>5</td></tr>
<tr><td>Wirelength, routed</td><td>35070 um</td></tr>
<tr><td>Via count</td><td>9962</td></tr>
<tr><td>Violation count after the first detailed-route iteration</td><td>945</td></tr>
<tr><td>Detail-routed net length per standard cell</td><td>20.81 um</td></tr>
<tr><td>Avg Vias per Cell</td><td>5.912</td></tr>
<tr><td># DRC</td><td>0</td></tr>
<tr><td>Number of routed nets with antenna violations</td><td>0</td></tr>
<tr><th colspan="2">Pwr</th></tr>
<tr><td>Power density over cell area</td><td>13.89 nW/um^2</td></tr>
<tr><td>Peak supply drop</td><td>0.004984 mV</td></tr>
<tr><td>Static leakage power</td><td>3.896 nW</td></tr>
<tr><td>Total chip power</td><td>0.1360 mW</td></tr>
<tr><th colspan="2">CTS</th></tr>
<tr><td>Number of post-CTS setup repair buffers</td><td>0</td></tr>
<tr><td>Number of hold-repair buffers added at the cts stage</td><td>0</td></tr>
<tr><td>Number of resized instances in the post-cts repair step</td><td>0</td></tr>
<tr><th colspan="2">Run status</th></tr>
<tr><td>Run status</td><td>complete, no violations</td></tr>
<tr><th colspan="2">Flow run</th></tr>
<tr><td>Tally of OpenROAD warnings</td><td>34</td></tr>
<tr><td>Max-cap check violation count</td><td>0</td></tr>
<tr><th colspan="2">Timing</th></tr>
<tr><td>Final setup violation count</td><td>0</td></tr>
<tr><td>Shortest period the worst path allows</td><td>26500 ps</td></tr>
<tr><td>Worst Setup Slack, final</td><td>20200 ps</td></tr>
<tr><td>Share of the clock period used by the worst path after layout</td><td>0.5675</td></tr>
<tr><td>Slew at the pin closest to its max-slew limit</td><td>853.9 ps</td></tr>
<tr><td>Setup_tns</td><td>0 ps</td></tr>
<tr><td>Fmax</td><td>0.03773 GHz</td></tr>
<tr><td>Setup repair after global routing missed its margin</td><td>false</td></tr>
<tr><td>Tightest slew margin relative to the limit</td><td>0.4247</td></tr>
<tr><td>Number of failing hold endpoints at the final stage</td><td>0</td></tr>
<tr><td>Number of slew-limit violations in the final report</td><td>0</td></tr>
<tr><td>WHS</td><td>19810 ps</td></tr>
<tr><th colspan="2">Hold path</th></tr>
<tr><td>Min-Delay Path Class</td><td>input pin to output pin</td></tr>
<tr><th colspan="2">Floorplan</th></tr>
<tr><td>Die H</td><td>161.6 um</td></tr>
<tr><td>Chip width</td><td>161.6 um</td></tr>
<tr><td>Top-level I/O count</td><td>197</td></tr>
<tr><td>Core area</td><td>25110 um^2</td></tr>
<tr><td>Floorplan utilization</td><td>0.3042</td></tr>
<tr><td># rows</td><td>58</td></tr>
<tr><td>Die Area</td><td>26100 um^2</td></tr>
</table>
layout by cell type (no fill, tap or decap), drive strengths merged, types with 12 or more instances in the layout:
master           n
buf             14
xnor2           51
nand4           32
nor4            13
a31oi           21
nor3            26
o31ai           17
nor2b           12
nor2            91
o21a            12
o21ai          110
a21o            23
xor2            60
nand3           27
a22oi           39
ha              66
a21oi          105
o211ai          16
inv             28
nand2b          15
clkdlybuf4s50  197
a21boi          14
nand2          200
path summary, 6_finish.rpt:
path,from,endpoint,slack [ps],cells after the start
worst max-delay path,busB[0],zero,20200,28
worst min-delay path,busA[1],busW[1],19810,4
logic make-up after synthesis:
group | after synthesis
XOR/XNOR | 111
AND-OR/OR-AND | 447
adder cells (fa/ha/maj) | 67
buffers and inverters | 113
multiplexers | 6
AND/OR/NAND/NOR | 485
per-layer routing:
layer,track usage,wire length (um),vias to the layer above
li1,-,-,4853
met4,0.05703,984,0
met1,0.3836,15830,4593
met2,0.4218,15440,461
met5,0,0,-
met3,0.02960,2815,55
cell type report:
class              count  area (um^2)
fillers             2684        15320
multi-input cells   1116         7193
repair buffers       211         2077
well taps            330        412.9
inverters             28        105.1
metrics by stage:
step	cell area, um^2	util
floorplan	7639	-
global placement	9788	0.3898
detailed placement	9788	0.3898
CTS	9788	0.3898
global route	9788	0.3898
finish	9788	0.3898
tightest hold or removal path, delay by kind of cell:
family	cells	cell delay, ps
AOI/OAI and AO/OA	1	130
buffers and inverters	3	1000
power by group:
| group | leakage [nW] | internal [mW] | switching (mW) |
|---|---|---|---|
| Combinational | 3.90 | 0.0586 | 0.0774 |
| Sequential | 0 | 0 | 0 |
| Clock | 0 | 0 | 0 |
| Total | 3.90 | 0.0586 | 0.0774 |
Power and IR drop assume default switching activity.
