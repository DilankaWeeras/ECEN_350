File: run.sh
#!/bin/bash
# OpenROAD 26Q1-2900-gdf79404cd8, Yosys 0.63+post, stock flow scripts
make -C /OpenROAD-flow-scripts/flow DESIGN_CONFIG=/design/flow/config.mk WORK_HOME=/design/flow/orfs finish
File: config.mk
export PLATFORM = sky130hd
export DESIGN_NAME = NextPCLogic
export DESIGN_NICKNAME = NextPCLogic
export VERILOG_FILES = /design/flow/design.v
export SDC_FILE = /design/flow/constraint.sdc
export NUM_CORES = 4
export LEC_CHECK = 1
export CORE_UTILIZATION = 40
File: constraint.sdc
current_design NextPCLogic

set clk_period 34.2
set clk_io_pct 0.2

create_clock -name clk0 -period $clk_period

set non_clock_inputs [all_inputs -no_clocks]
set_input_delay [expr $clk_period * $clk_io_pct] -clock clk0 $non_clock_inputs
set_output_delay [expr $clk_period * $clk_io_pct] -clock clk0 [all_outputs]
File: design.v
module NextPCLogic(
    output reg [63:0] NextPC,
    input      [63:0] CurrentPC,
    input      [63:0] SignExtImm64,
    input             Branch,
    input             ALUZero,
    input             Uncondbranch
);
	always@ (Uncondbranch or Branch or ALUZero or SignExtImm64 or CurrentPC)	 
	begin
		if(Uncondbranch | (Branch & ALUZero))										 
		   	NextPC = #3 (SignExtImm64 << 2) + CurrentPC;							 
		else
		   	NextPC = #2 CurrentPC + 4;												 
	end
endmodule
==> run notes <==
run metrics: hold path startpoint CurrentPC[0], worst vdd ir 0.0106 mV, Worst setup SP type input port, Hold WC Path Type input port to primary output, Final HPWL DP 10,600 um, antenna-violating nets left 0, share of post-route cells with drive strength above 1 0.0240, max_slew headroom 0.573, CP Class input port to primary output, pwr dens 20.7 nW/um^2, Core Box Area 9860 sq um, Crit path depth 18, DR pass1 iterations 4, Mapped Cells 595, Worst Path Max Fanout 62, hold buffer count at cts 0, final instance area 6040 sq um, DR vias 4,836, Worst path most repeated cell clkdlybuf4s50_1, max-slew violation count 0, Die H 103 um, worst-path cell chain clkdlybuf4s50_1, a21oi_4, buf_4, or2_2, ha_1, inv_1, fa_1, and2b_1, o211ai_1, a211o_1, a211oi_1, o2111a_1, nor3_1, o41ai_1, nor3b_1, a31oi_1, xnor2_1, clkdlybuf4s50_1, GRT overflow 0, Distinct cells, synth 57, Switch Pwr 0.0000516 W, Yosys chip area 4100 sq um, Ports 195, Sw Ratio 0.413, Total GRT Usage 0.227, Inserted Diodes 0, Mapped Area 4100 sq um, Post-CTS Setup Bufs 0, Worst Path Arrival 12,210 ps, Layout area overhead 47.2%, syn_area_per_cell 6.89 sq um, slowest CP cell o41ai_1, Reg power frac 0, cell family with most CP delay AND-OR/OR-AND gates, final period demand of the worst path 19,050 ps, Leakage 2.71 nW, pin count of the biggest net entering global routing 63, ys cells 595, FP Util 0.416, post-route setup TNS 0 ps, first-pass GRT wire length 19,600 um, Worst-Margin Slew 633 ps, Worst Hold Margin 13,680 ps, setup violators final 0, Synth Warn # 1, final tally of hold violations 0, Register Area 0 sq um, Comb pwr share 1.000, outcome complete, no violations, CP required 27,360 ps, number of global-route vias before repair 4,311, fin crit share 0.557, antenna violations before repair 0, Worst setup EP type primary output, Placement Cell Area 6040 sq um, Routed WL 12,400 um, RePlAce Congestion 0.946, Clk pwr share 0, drt wl/cell 14.0 um, site row count 36, CP Launch Point Branch, die width 103 um, MaxCap Viol Count 0, iteration-0 DRC count of the detailed router 158, clock buffer count 0, unrepaired setup endpoints after global routing false, Critical path buffers and inverters 4, die area 10,700 sq um, hold path cells 0, Int Power 0.0000734 W, Vias per Instance 5.47, Flops 0, post_cts resized 0, post-route DRC violation count 0, Synth Seq Share 0, port buffer count 189, tool warnings 35, Max Freq 0.0525 GHz, max incr delay on CP 600 ps
[cells in the mapped netlist, types with 3 or more instances]
cell,instances,area (sq um)
clkbuf_1,28,105
nand2b_1,6,37.5
nand2_1,43,161
o21ai_0,29,145
a211oi_1,3,22.5
a21boi_0,4,30.0
o21bai_1,12,90.1
nor2b_1,66,413
or2_2,3,18.8
and2_1,7,43.8
and3_1,6,37.5
a41oi_1,3,26.3
buf_2,4,20.0
or3_1,5,31.3
nand4_1,20,125
a31oi_1,8,50.1
xor2_1,19,166
a21o_1,50,375
a21oi_1,55,275
xnor2_1,39,342
o211ai_1,5,37.5
ha_1,61,763
nand3_1,13,65.1
a221o_1,4,40.0
inv_1,15,56.3
nor2_1,34,128
nor3_1,12,60.1
o21a_1,4,30.0
o31ai_1,3,22.5
[power by group through the flow]
| stage | Combinational [W] | Clock (W) | Sequential [W] |
|---|---|---|---|
| CTS | 0.000126 | 0 | 0 |
| global route | 0.000138 | 0 | 0 |
| finish | 0.000125 | 0 | 0 |
[area by class of cell]
| type | count | area, sq um |
|---|---|---|
| multi-input combinational | 546 | 3920 |
| fill | 870 | 3830 |
| tap | 133 | 166 |
| inverter | 15 | 56.3 |
| timing repair buffer | 190 | 1900 |
[logic make-up after synthesis]
logic type,count (synthesis),share of synthesized area
AOI/OAI and AO/OA,201,0.342
buffers and inverters,49,0.0479
and+or+nand+nor,225,0.295
xor gates and xnor gates,58,0.124
adders and majority gates,62,0.191
[metal layers]
| layer | vias to the layer above | GRT usage | share of wire |
|---|---|---|---|
| li1 | 2495 | - | - |
| met1 | 2158 | 0.326 | 0.48 |
| met2 | 171 | 0.386 | 0.45 |
| met3 | 12 | 0.0171 | 0.066 |
| met4 | 0 | 0.0217 | 0.0073 |
| met5 | - | 0 | 0 |
[cell usage in the layout (no fill, tap or decap), types with 5 or more instances in the layout]
| cell type | count |
|---|---|
| nor3_1 | 12 |
| nand2_1 | 43 |
| a21oi_1 | 54 |
| inv_1 | 15 |
| and2_1 | 7 |
| o21bai_1 | 12 |
| nor2b_1 | 66 |
| nor2_1 | 34 |
| nand3_1 | 13 |
| o21ai_0 | 29 |
| xor2_1 | 19 |
| nand2b_1 | 6 |
| ha_1 | 61 |
| or3_1 | 5 |
| and3_1 | 6 |
| clkdlybuf4s50_1 | 189 |
| xnor2_1 | 39 |
| a31oi_1 | 8 |
| nand4_1 | 20 |
| a21o_1 | 50 |
| o211ai_1 | 5 |
[stage by stage]
step                power [W]  utilization  instances  setup slack [ps]
floorplan           0.0000634            -        595             16980
global placement     0.000125        0.612        884             15120
detailed placement   0.000125        0.612        884             15130
CTS                  0.000126        0.612        884             15090
global route         0.000138        0.612        884             14770
finish               0.000125        0.612        884             15150
[final timing paths]
kind | endpoint | slack [ps]
worst max-delay path | NextPC[60] | 15150
worst min-delay path | NextPC[0] | 13680
Power and IR drop assume default switching activity.
